File: ./run.sh
#!/bin/bash
# OpenROAD 26Q1-2900-gdf79404cd8, Yosys 0.63+post, stock flow scripts
make -C /OpenROAD-flow-scripts/flow DESIGN_CONFIG=/design/flow/config.mk WORK_HOME=/design/flow/orfs finish
File: ./config.mk
export PLATFORM = sky130hd
export DESIGN_NAME = downsample
export DESIGN_NICKNAME = downsample
export VERILOG_FILES = /design/flow/design.v
export SDC_FILE = /design/flow/constraint.sdc
export NUM_CORES = 4
export LEC_CHECK = 1
export CORE_AREA = 10 10 72 72
export DIE_AREA = 0 0 82 82
File: ./constraint.sdc
current_design downsample

set clk_period 3.9
set clk_io_pct 0.2

create_clock -name clk0 -period $clk_period [get_ports {sclk}]

set non_clock_inputs [all_inputs -no_clocks]
set_input_delay [expr $clk_period * $clk_io_pct] -clock clk0 $non_clock_inputs
set_output_delay [expr $clk_period * $clk_io_pct] -clock clk0 [all_outputs]
File: ./design.v
module  downsample(
        input                   sclk                    ,       
        input                   s_rst_n                 ,       
        input                   bin_data                ,       
        input                   bin_data_vld            ,       
        output  reg             down_data               ,       
        output  reg             down_data_vld                  
);
localparam      CNT_END         =       'd112                   ; 
reg     [ 6:0]                  col_cnt                         ;       
reg     [ 6:0]                  row_cnt                         ;       
always  @(posedge sclk or negedge s_rst_n) begin
        if(s_rst_n == 1'b0)
                col_cnt <=      'd0;
        else if(col_cnt == (CNT_END-1) && bin_data_vld == 1'b1)
                col_cnt <=      'd0;
        else if(bin_data_vld == 1'b1)
                col_cnt <=      col_cnt + 1'b1;
end
always  @(posedge sclk or negedge s_rst_n) begin
        if(s_rst_n == 1'b0)
                row_cnt <=      'd0;
        else if(row_cnt == (CNT_END-1) && col_cnt == (CNT_END-1) && bin_data_vld == 1'b1)
                row_cnt <=      'd0;
        else if(col_cnt == (CNT_END-1) && bin_data_vld == 1'b1)
                row_cnt <=      row_cnt + 1'b1;
end
always  @(posedge sclk or negedge s_rst_n) begin
        if(s_rst_n == 1'b0)
                down_data       <=      1'b0;
        else if(row_cnt[1:0] == 'd0 && col_cnt[1:0] == 'd0 && bin_data_vld == 1'b1)
                down_data       <=      bin_data;
        else
                down_data       <=      1'b0;
end
always  @(posedge sclk or negedge s_rst_n) begin
        if(s_rst_n == 1'b0)
                down_data_vld   <=      1'b0;
        else if(row_cnt[1:0] == 'd0 && col_cnt[1:0] == 'd0 && bin_data_vld == 1'b1)
                down_data_vld   <=      1'b1;
        else
                down_data_vld   <=      1'b0;
end
endmodule
==> results.sh <==
# flow metrics
export IMPL_setup_violations=0
export IMPL_cp_start_kind="input port"
export IMPL_ctsHoldBuffers=0
export IMPL_min_period_ns=2.268
export IMPL_clk_pin_slew_ns=0.06
export IMPL_synth_cell_type_count=36
export IMPL_first_pass_iters=4
export IMPL_yosys_warnings=1
export IMPL_postSynthSeqShare_pct=46.44
export IMPL_ys_flop_type="dfrtp_1"
export IMPL_cp_arrival_ns=2.40
export IMPL_final_common_cell="dfrtp_1"
export IMPL_drcViolationCount=0
export IMPL_synth_cells=76
export IMPL_crit_fanout=12
export IMPL_slowest_delay_ns=0.64
export IMPL_r2r_setup_slack_ns=2.25
export IMPL_cts_max_level=1
export IMPL_grt_ovfl_total=0
export IMPL_wl_per_cell_um=10.75
export IMPL_ant_nets=0
export IMPL_initCoreUtil_pct=23.37
export IMPL_num_io_pins=6
export IMPL_tool_warnings=27
export IMPL_critPathKind="input port to flop"
export IMPL_cap_violations=0
export IMPL_report_final_slew_viol_count=0
export IMPL_ys_ff=16
export IMPL_enable_flop_cells=0
export IMPL_grt_max_degree=17
export IMPL_worstMarginPinSlew_ns=0.7042
export IMPL_cts_tree="done"
export IMPL_ys_area_um2=862.1
export IMPL_hold_class="flop to flop"
export IMPL_wl_um=1397
export IMPL_dp_cells=127
export IMPL_final_layout_size_suffix_gt1_share_pct=15.85
export IMPL_gp_congestion=0.8174
export IMPL_grt_usage_pct=4.392
export IMPL_num_vias=587
export IMPL_finalCritPeriodShare_pct=58.15
export IMPL_place_hpwl_um=1034
export IMPL_die_y_um=82
export IMPL_rows=22
export IMPL_finalNonFillerCells=130
export IMPL_die_area_um2=6724
export IMPL_cts_sinks=16
export IMPL_top_area_cell="dfrtp_1"
export IMPL_topCellsByArea="dfrtp_1 (46%), ha_1 (5.8%), mux2_2 (3.9%)"
export IMPL_crit_required_ns=4.03
export IMPL_syn_cell_area_um2=862.1
export IMPL_design_core_area_um2=3689
export IMPL_grt_pass1_vias=557
export IMPL_skew_ns=0.001717
export IMPL_syn_mean_instance_area_um2=11.34
export IMPL_antenna_found_initial=0
export IMPL_yosysCellCount=76
export IMPL_cp_slowest_cell="clkdlybuf4s50_1"
export IMPL_path_cells="clkdlybuf4s50_1 -> nand4_4 -> nor4_1 -> mux2_2"
export IMPL_slew_headroom_pct=52.90
export IMPL_power_density_nw_per_um2=415.1
export IMPL_via_per_inst=4.515
export IMPL_insertion_delay_ns=0.24
export IMPL_grt_pass1_wl_um=2387
export IMPL_portBuffers=5
export IMPL_max_freq_mhz=440.9
export IMPL_ys_async_sr_fraction_pct=100.0
export IMPL_synthToLayoutAreaGrowth_pct=15.38
export IMPL_end_kind="flop"
export IMPL_rsz0062_at_grt="false"
export IMPL_cp_top_family="buffers and inverters"
export IMPL_fill_cells=398
export IMPL_cts_resized=0
export IMPL_cts_root_buf="clkbuf_8"
export IMPL_cts_buffers=3
export IMPL_drt_iter0_markers=19
export IMPL_path_buffers=1
export IMPL_outcome="complete, no violations"
export IMPL_ir_drop_mv=0.2600
export IMPL_lay_top_cells="dfrtp_1 (16), inv_1 (6), nand2_1 (5), o21ai_0 (5), clkdlybuf4s50_1 (5)"
export IMPL_cts_path_max_buffers=2
export IMPL_antenna_diode_count=0
export IMPL_top_area_share_pct=46.44
export IMPL_p_leak_nw=0.4482
export IMPL_chipWidth_um=82
export IMPL_finalHoldViolCount=0
export IMPL_post_cts_setup_buffers=0
export IMPL_finalSetupTns_ns=0
synth_stat cells (2+ instances only):
| library cell | n |
|---|---|
| nor3_1 | 2 |
| mux2_2 | 3 |
| mux2i_1 | 3 |
| nand3_1 | 3 |
| nor2b_1 | 2 |
| o21ai_0 | 5 |
| nor2_1 | 2 |
| inv_1 | 6 |
| ha_1 | 4 |
| nand2_1 | 5 |
| dfrtp_1 | 16 |
path summary, 6_finish.rpt:
path                       cells past startpoint         start          to
max                                            4  bin_data_vld  row_cnt[6]
min                                            1    row_cnt[2]  row_cnt[2]
max reg2reg                                    4    col_cnt[0]  row_cnt[6]
min reg2reg                                    1    row_cnt[2]  row_cnt[2]
max in group asynchronous                      1       s_rst_n  col_cnt[2]
min in group asynchronous                      1       s_rst_n  row_cnt[2]
cell families after synthesis:
| logic type | count (synthesis) | synth area share [%] |
|---|---|---|
| AOI/OAI and AO/OA | 14 | 11.61 |
| xor gates and xnor gates | 3 | 3.920 |
| adders and majority gates | 4 | 5.806 |
| DFF | 16 | 46.44 |
| buffers and inverters | 8 | 4.790 |
| and+or+nand+nor | 25 | 20.03 |
| muxes | 6 | 7.402 |
area by class of cell:
type | instances | area, µm² | share of cell area, %
Timing Repair Buffer | 5 | 50.05 | 5.031
Sequential cell | 16 | 400.4 | 40.25
Tap cell | 48 | 60.06 | 6.038
Clock buffer | 3 | 41.29 | 4.151
Inverter | 6 | 22.52 | 2.264
Multi-Input combinational cell | 52 | 420.4 | 42.26
worst reg2reg max path: stages, from the launching register on:
cell	delay, ns
dfrtp_1	0.36
ha_1	0.23
nand4_4	0.21
nor4_1	0.36
mux2_2	0.37
flip-flops by register name, summed over array words and instances (netlist names):
register and flops:
down_data_vld 1, down_data 1, col_cnt 7, row_cnt 7
routing by layer:
layer | GRT usage, % | share of wire (%) | up-vias
met5 | 0 | 0 | -
met3 | 1.982 | 5.4 | 0
li1 | - | - | 289
met4 | 0 | 0 | 0
met2 | 6.583 | 42 | 11
met1 | 6.122 | 53 | 287
report_power, final:
| group | internal, mW | switching [mW] | leakage, nW |
|---|---|---|---|
| clock network | 0.0683 | 0.0505 | 0.0216 |
| logic | 0.0369 | 0.0285 | 0.234 |
| registers | 0.192 | 0.0370 | 0.192 |
per-stage QoR:
step                      setup slack (ns)  hold WS (ns)  power, mW  instance area [µm²]  utilization [%]
after global placement               1.432        0.5173     0.2948                953.4            25.85
after floorplan                      2.100        0.4844     0.2795                862.1                -
after CTS                            1.651        0.5366     0.4206                994.7            26.97
after detailed placement             1.400        0.5234     0.2969                953.4            25.85
final                                1.632        0.5330     0.4129                994.7            26.97
after global routing                 1.574        0.5439     0.4355                994.7            26.97
No activity file was given, so power comes from the tool's default toggle rates.
